## /design/flow/config.mk

```make
export PLATFORM = sky130hd
export DESIGN_NAME = ram_singleport
export DESIGN_NICKNAME = ram_singleport
export VERILOG_FILES = /design/flow/design.v
export SDC_FILE = /design/flow/constraint.sdc
export NUM_CORES = 4
export LEC_CHECK = 1
export CORE_UTILIZATION = 50
```

## /design/flow/constraint.sdc

```tcl
current_design ram_singleport

set clk_period 52.4
set clk_io_pct 0.2

create_clock -name clk0 -period $clk_period [get_ports {in_clk}]

set non_clock_inputs [all_inputs -no_clocks]
set_input_delay [expr $clk_period * $clk_io_pct] -clock clk0 $non_clock_inputs
set_output_delay [expr $clk_period * $clk_io_pct] -clock clk0 [all_outputs]
```

## /design/flow/design.v

```verilog
`timescale 1ns / 1ps
module ram_singleport
#(
    parameter RAM_ADDR_WIDTH = 8,
    parameter RAM_DATA_WIDTH = 8
)
(
    input                           in_clk,
    input      [RAM_ADDR_WIDTH-1:0] in_addr,
    output reg [RAM_DATA_WIDTH-1:0] out_data, 
    input      [RAM_DATA_WIDTH-1:0] in_data,
    input  in_wr
);
(* ram_style = "block" *) reg [ (RAM_DATA_WIDTH - 1) : 0] data_RAM [ 0 : (2**RAM_ADDR_WIDTH - 1) ];
always @(posedge in_clk)
begin
    if (in_wr)
    begin
        data_RAM[in_addr] <= in_data;
        out_data <= in_data;
    end
    else
    begin
        out_data <= data_RAM[in_addr];
    end
end
endmodule
```

## /design/flow/run.sh

```bash
#!/bin/bash
# OpenROAD 26Q1-2900-gdf79404cd8, Yosys 0.63+post, stock flow scripts
make -C /OpenROAD-flow-scripts/flow DESIGN_CONFIG=/design/flow/config.mk WORK_HOME=/design/flow/orfs finish
```

==> summary.txt <==
Reports from this run.

- In the synthesis report, Yosys lists the chip area as 79600 um2.
- The most common logic cell in the final layout is sky130_fd_sc_hd__edfxtp_1.
- The area growth from synthesis to final layout is 11.7%.
- In the final layout, the registers with the most flip-flops are data_RAM x2048.
- Counting distinct cell types in the post-synthesis netlist gives 55.
- Final hold analysis gives a worst-case slack of between 10000 and 15000 ps.
- The source of the worst hold timing path reads in_data[5].
- The critical path in the final layout is reported with a setup slack of between 30000 and 40000 ps.
- Detailed placement ended at an HPWL of 118 mm.
- The type of the tightest min-delay check is input pin to flop.
- The total via count in the routed design reads 38070.
- The total chip power is 3.36 mW.
- The fraction of final layout cells sized beyond drive strength 1 reads 0.230.
- The power per cell area reads approximately 38 nW/um2.
- The number of filler cells placed in the layout reads 11502.
- The residual antenna-violating net count after detailed routing is 0.
- The count of pins over their slew limit is 0.
- The initial antenna violation count came to 9.
- The post-route fraction of the period consumed by the critical path is 0.321.
- The setup TNS is 0 ps.
- For this run, the total global-route usage over all layers was measured as 0.281.
- The post-CTS setup repair buffer count reads 0.
- The area of the multi-input gates reads 16500 um2.
- The core box area is 158000 um2.
- The first global-routing pass estimated between 200 and 300 mm of wire.
- The residual DRC count reads 0.
- The maximum VDD drop is 0.0356 mV.
- In the post-synthesis netlist, the biggest area contributors are sky130_fd_sc_hd__edfxtp_1 77%, sky130_fd_sc_hd__mux4_2 13%, sky130_fd_sc_hd__mux2i_1 1.7%.
- In this run the core area contains roughly 150 standard-cell rows.
- The count of placed standard cells in the final layout, fillers left out reads between 6000 and 7000.
- The warning total across the stage logs reads 30.
- The count of instances resized after the clock tree is built reads 0.
- The total count of hold-check failures in the final report is 0.
- The number of cells on the worst hold path is listed as 1.
- The capturing element type of the critical path is a primary output.
- The total overflow left after global routing is 0.
- Data on the critical path arrives at its endpoint at 6370 ps.
- The synthesized netlist handed to floorplanning was reported with a cell count of 3733.
- The number of port buffers is 25.
- The per-cell routed wire length reads around 32 um.
- The slew of the pin with the lowest slew margin reads roughly 1000 ps.
- The via count of the first global-routing pass reads between 40000 and 50000.
- The H-tree depth is 4.
- The post-synthesis async set-or-reset flop share is 0.
- The highest attainable clock frequency reads 59.4 MHz.
- Per the CTS log, the root buffer master is sky130_fd_sc_hd__clkbuf_16.
- In the Yosys report the total cell count is roughly 3700.
- The headroom to the max-slew limit reads 0.300.
- The run finished with clean final reports.
- The clock slew seen by the registers of the worst setup and hold paths reads around 60 ps.
- The initial detailed-routing violation count reads approximately 2400.
- The endpoint required time on the critical path is around 42000 ps.
- The leakage power of the design reads between 20 and 30 nW.
- The tree built by TritonCTS fans out to a little over 2000 sinks.
- Per the CTS log, the buffer count on the longest clock path is 3.
- Setup repair after global routing left no endpoint under its margin.
- The sequential area share after synthesis reads 0.775.
- Counting flops with a built-in enable in the synthesized netlist gives approximately 2000.
- In this run the count of I/O pins placed on the die edge is 26.
- The largest register by flop count is data_RAM.
- Per the finish-stage timing summary, setup violations number 0.
- The highest fanout seen on the critical path is between 60 and 70.
- The number of synthesis warnings is 1.
- The setup path with the least slack is of type flop to primary output.
- The top cell type by total area after synthesis reads sky130_fd_sc_hd__edfxtp_1.
- The number of cells in the design after placement reads around 5800.
- The clock buffer count from CTS reads 204.
- The vertical die dimension reported for this design is approximately 400 um.
- By instance count after routing, the leading logic cell types are 2048 x sky130_fd_sc_hd__edfxtp_1, 454 x sky130_fd_sc_hd__mux4_2, 279 x sky130_fd_sc_hd__nor2_1.
- The register area is just over 60000 um2.
- The x dimension of the die reads 401 um.
- The final weighted congestion of routability-driven global placement reads around 0.9.
- The number of register bits inferred by synthesis reads a little over 2000.
- Entering global routing, the biggest net connects about 140 pins.
- The worst slack at placement is approximately 36000 ps.
- The register with the most flip-flops in the layout has around 2000 of them.
- The kind of launch point of the worst setup path reads a flop.
- The cell area that synthesis handed to floorplanning was ~80000 um2.
- The overall die size recorded for this design is 161000 um2.
- The total routed wirelength reads between 150 and 200 mm.
- The minimum period implied by the final worst setup slack is roughly 17000 ps.
- The dominant register cell is sky130_fd_sc_hd__edfxtp_1.
- The run reported a max-capacitance violation count of 0.
- Hold repair after CTS inserted 0 buffers.
- The synthesized area per cell reads approximately 21 um2.
- The share of Yosys cell area claimed by the top area cell type is 0.773.
- The TritonCTS clock tree reads built.
- The count of TritonRoute iterations in the first routing pass is 5.
- The core utilization before placement is 0.503.
- The average vias per placed instance is about 6.2.
- The endpoint of the worst hold path is reported as data_RAM[72][5].
## synth_stat cells, drive strengths merged, types with 2 or more instances
library cell,count
a2111oi,5
a211oi,16
a21oi,96
a221oi,14
a22o,8
a22oi,133
a311oi,2
a31oi,2
and2,6
and3b,2
buf,122
clkbuf,111
dfxtp,8
edfxtp,2048
mux2i,134
mux4,456
nand2,33
nand2b,8
nand3,34
nand3b,2
nand4,10
nor2,282
nor2b,31
nor3,22
nor4,27
o211ai,10
o21ai,12
o221ai,47
o22a,5
o22ai,28
o32ai,5
or2,4
## cells by family after synthesis
kind of cell,count (synthesis),synth area share
AOI/OAI and AO/OA,385,0.0342
DFF,2056,0.775
muxes,591,0.146
and+or+nand+nor,466,0.0263
buffers and inverters,235,0.0183
## layout make-up
type / instances / share of cell area
well taps: 2072 / 0.0292
clock inverters: 107 / 0.0101
inverters: 2 / 0.0000845
flip-flops and latches: 2056 / 0.694
clock buffers: 261 / 0.0608
multi-input cells: 1442 / 0.186
repair buffers: 203 / 0.0194
diodes: 1 / 0.0000282
## how the worst max path moves through the flow
stage | depth (start not counted) | endpoint | startpoint
4_1_cts | 12 | out_data[7] | flop
5_1_grt | 12 | out_data[7] | flop
6_report | 11 | out_data[7] | flop
## layer usage
metal	up-vias	wire, um	track usage
met5	-	574	0.0226
met4	22	4840	0.0536
met1	19607	66700	0.408
met3	326	30700	0.188
met2	2043	92500	0.396
li1	16072	-	-
## power breakdown
| group | internal (mW) | switching (mW) | total (mW) |
|---|---|---|---|
| combinational | 0.0559 | 0.104 | 0.160 |
| clock | 0.785 | 0.599 | 1.38 |
| sequential | 1.81 | 0.00420 | 1.82 |
| total | 2.65 | 0.708 | 3.36 |
## stage by stage
stage,instance area (um2),util
after floorplan,79600,-
after global placement,82500,0.522
after detailed placement,82500,0.522
after CTS,88800,0.562
after global routing,88800,0.562
final,88800,0.562
## worst max-delay path, stage by stage (launching register included)
cell and delay [ps]:
sky130_fd_sc_hd__dfxtp_4 610, sky130_fd_sc_hd__buf_12 510, sky130_fd_sc_hd__buf_4 610, sky130_fd_sc_hd__buf_4 670
sky130_fd_sc_hd__buf_4 620, sky130_fd_sc_hd__mux4_2 570, sky130_fd_sc_hd__o211ai_1 170, sky130_fd_sc_hd__a21oi_1 170
sky130_fd_sc_hd__nor4_1 680, sky130_fd_sc_hd__nor4_2 230, sky130_fd_sc_hd__buf_4 210, sky130_fd_sc_hd__clkdlybuf4s50_1 390
Power is estimated from default activity; no workload was simulated.
