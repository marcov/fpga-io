File: design/flow/run.sh
#!/bin/bash
# OpenROAD 26Q1-2900-gdf79404cd8, Yosys 0.63+post, stock flow scripts
make -C /OpenROAD-flow-scripts/flow DESIGN_CONFIG=/design/flow/config.mk WORK_HOME=/design/flow/orfs finish
File: design/flow/constraint.sdc
current_design ram_dualport

set clk_period 12.3
set clk_io_pct 0.2

create_clock -name clk0 -period $clk_period [get_ports {in_clk}]

set non_clock_inputs [all_inputs -no_clocks]
set_input_delay [expr $clk_period * $clk_io_pct] -clock clk0 $non_clock_inputs
set_output_delay [expr $clk_period * $clk_io_pct] -clock clk0 [all_outputs]
File: design/flow/config.mk
export PLATFORM = sky130hd
export DESIGN_NAME = ram_dualport
export DESIGN_NICKNAME = ram_dualport
export VERILOG_FILES = /design/flow/design.v
export SDC_FILE = /design/flow/constraint.sdc
export NUM_CORES = 4
export LEC_CHECK = 1
export CORE_UTILIZATION = 40
File: design/flow/design.v
`timescale 1ns / 1ps
module ram_dualport
#(
    parameter RAM_ADDR_WIDTH = 8,
    parameter RAM_DATA_WIDTH = 8
)
(
    input                           in_clk,
    input      [RAM_ADDR_WIDTH-1:0] in_addr_a,
    input      [RAM_ADDR_WIDTH-1:0] in_addr_b,
    output reg [RAM_DATA_WIDTH-1:0] out_data_a, 
    output reg [RAM_DATA_WIDTH-1:0] out_data_b, 
    input      [RAM_DATA_WIDTH-1:0] in_data_a,
    input      [RAM_DATA_WIDTH-1:0] in_data_b,
    input  in_wr_a,
    input  in_wr_b
);
(* ram_style = "block" *) reg [ (RAM_DATA_WIDTH - 1) : 0] data_RAM [ 0 : (2**RAM_ADDR_WIDTH - 1) ];
always @(posedge in_clk)
begin
    if (in_wr_a)
    begin
        data_RAM[in_addr_a] <= in_data_a;
        out_data_a <= in_data_a;
    end
    else
    begin
        out_data_a <= data_RAM[in_addr_a];
    end
    if (in_wr_b)
    begin
        data_RAM[in_addr_b] <= in_data_b;
        out_data_b <= in_data_b; 
    end
    else
    begin
        out_data_b <= data_RAM[in_addr_b];
    end
end
endmodule
==> notes.md <==
run metrics: Mapped Area=approximately 120000 um^2, cell count after synthesis=around 8300, status=finished, violations left, Rows=204, number of fill cells in the layout=between 20000 and 30000, H-tree depth=4, crit path launch type=primary input, switching pwr=~4500 uW, Clk network pwr share=42.5%, FF+latch count, synth=~2100, Antenna Nets Post-Route=0, Worst Path Required=13130 ps, Max clock buf depth=4, flip-flops with a built-in enable=2048, RD Place Congestion=roughly 1.1, final setup vio count=0, TritonRoute pass-1 iters=9, Final HPWL DP=357000 um, Max Slew Vio Count=2, Hold Crit Class=flop to flop, Post-Route WL=538000 um, P_int=approximately 13000 uW, Die W=between 500 and 600 um, logic gate share of total power=between 10 and 15%, ys async rst share=0%, Data arrival, critical path=7900 ps, maximum VDD drop=around 0.11 mV, clock transition at the registers of the reported paths=~60 ps, initial drt markers=7467, clk sinks=approximately 2100, post-CTS setup buffers=0, register area share after synthesis=about half, yosys adder share=0%, Core Region=about 310000 um^2, Remaining Overflow, GRT=0, failing checks=max-capacitance violations, max-slew violations, Root Driver=clkbuf_16, wire per inst=42.6 um, largest net degree at the start of global routing=approximately 84, Die Area=about 310000 um^2, # IOs=51, OpenROAD warnings=27, min Tclk post-route=just over 7000 ps, Critical Path Sink Type=flop, Top Layout Cells=2048 x edfxtp_1, 1909 x mux2_2, 943 x mux4_2, # DRC=0, clk latency late pin=around 970 ps, Post-CTS Resized=0, Max Clk Rate=between 100 and 150 MHz, I/O Buffers=~50, Slew @ Worst Pin=roughly 1500 ps, RSZ-0062 raised after global routing=false, Sw Share=26.1%, TNS Setup=0 ps, Final Hold Vio Count=0, comb area leader=multiplexers, Leakage=between 0.04 and 0.05 uW, synth-to-layout area growth=11.4%, GRT Util Overall=36.8%, pwr/cell area=approximately 120 nW/um^2, die y size=around 560 um, WS Path Type=primary input to flop, Post-CTS Hold Fix Bufs=0, Setup Skew=approximately 60 ps, Simple Share, Synth=4.46%, via count=approximately 87000, synth unique cells=around 83, Multiplexer share=between 30 and 40%, Vias per Instance=approximately 6.9, Util after Layout=roughly 45%, final period utilization=between 50 and 60%, Sequential Power Share=between 40% and 50%, Dominant flop cell=edfxtp_1, yosys cell count=8284, dominant logic cell type in the layout=edfxtp_1, yosys warning tally=1, Init Core Util=around two fifths, vias in the first global route=89567, critical path fanouts, max=39, antenna violations before repair=about 60, share of post-route cells with drive strength above 1=approximately half, CTS buffer count=235, total of max-cap violations=1, Slew headroom=-3.15%, first-pass GRT wire length=around 740000 um, area reported by Yosys stat=125000 um^2, TritonCTS clock tree=yes, XOR/XNOR Area Share=0%, Avg Inst Size Synth=between 15 and 20 um^2, Complex Gates by Area=just under 5%
## final cells by class
class,instances,area (um^2),share of cell area (%)
Sequential cell,2064,61800,44.5
Multi-Input combinational cell,5251,58500,42.1
Clock buffer,270,6080,4.38
Timing Repair Buffer,660,5210,3.75
Tap cell,4120,5150,3.71
Clock inverter,163,1760,1.26
Antenna cell,84,210,0.151
Inverter,15,72.6,0.0523
## path summary, 6_finish.rpt
check                    from             to  slack [ps]  cells past startpoint
min          data_RAM[218][6]  out_data_b[6]        1070                      5
max              in_addr_b[3]  out_data_b[2]        5230                     11
max reg2reg  data_RAM[183][2]  out_data_a[2]        8260                      7
min reg2reg  data_RAM[218][6]  out_data_b[6]        1070                      5
## cells by family after synthesis
group	Yosys count
multiplexers	3200
AND-OR/OR-AND	945
AND/OR/NAND/NOR	1106
flip-flops	2064
buffers and inverters	969
## worst max-delay path, cell delays in order
cell and delay [ps]:
buf_8 370, buf_4 610, buf_4 540, nand2_2 420, buf_4 400, a211oi_1 930
o41ai_1 350, nor4b_1 590, buf_4 200, a41oi_1 390, or3_1 520
## through the flow
step	total power, uW	worst slack, ps	instances	hold slack (ps)	cell area, um^2
after floorplan	9150	7150	8284	826	125000
after global placement	9960	4430	12109	1060	131000
after detailed placement	9980	4710	12110	1050	131000
after CTS	17200	5680	12543	1070	139000
after global routing	17600	5140	12563	1100	139000
final	17300	5230	12627	1070	139000
## Yosys cell counts, types with 37 or more instances
| cell | number | area share, % |
|---|---|---|
| a211oi_1 | 44 | 0.27 |
| a21oi_1 | 62 | 0.25 |
| a22oi_1 | 101 | 0.61 |
| a32oi_1 | 54 | 0.38 |
| buf_1 | 42 | 0.13 |
| buf_2 | 172 | 0.69 |
| buf_4 | 98 | 0.59 |
| buf_6 | 49 | 0.44 |
| clkbuf_1 | 591 | 1.8 |
| edfxtp_1 | 2048 | 49 |
| mux2_2 | 1909 | 17 |
| mux2i_1 | 327 | 2.6 |
| mux4_2 | 943 | 17 |
| nand2_1 | 527 | 1.6 |
| nand3_1 | 105 | 0.42 |
| nor2_1 | 98 | 0.30 |
| nor2_2 | 102 | 0.51 |
| nor2_4 | 48 | 0.43 |
| nor2b_1 | 37 | 0.19 |
| o21ai_0 | 291 | 1.2 |
| o22ai_1 | 207 | 1.0 |
## sequential cells by signal (all words and copies together), names as in the netlist
signal / cells
data_RAM: 2048
out_data_a: 8
out_data_b: 8
## metal layers
layer / global-route usage (%) / up-vias / wire length, um
met2: 48.9 / 7125 / 228000
met5: 6.14 / - / 2470
li1: - / 33685 / -
met1: 40.6 / 43892 / 167000
met3: 29.9 / 1732 / 100000
met4: 21.4 / 74 / 40800
## power groups by stage
| stage | logic [uW] | registers [uW] | clock network (uW) |
|---|---|---|---|
| after CTS | 2030 | 7810 | 7390 |
| after global routing | 2160 | 7810 | 7630 |
| final | 2120 | 7810 | 7350 |
Power is estimated from default activity; no workload was simulated.
